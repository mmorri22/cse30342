$ cat /design/flow/run.sh
#!/bin/bash
# OpenROAD 26Q1-2900-gdf79404cd8, Yosys 0.63+post, stock flow scripts
make -C /OpenROAD-flow-scripts/flow DESIGN_CONFIG=/design/flow/config.mk WORK_HOME=/design/flow/orfs finish
$ cat /design/flow/config.mk
export PLATFORM = sky130hd
export DESIGN_NAME = SYNC_RAM_DP
export DESIGN_NICKNAME = SYNC_RAM_DP
export VERILOG_FILES = /design/flow/design.v
export SDC_FILE = /design/flow/constraint.sdc
export NUM_CORES = 4
export LEC_CHECK = 1
export CORE_UTILIZATION = 40
$ cat /design/flow/constraint.sdc
current_design SYNC_RAM_DP

set clk_period 14.8
set clk_io_pct 0.2

create_clock -name clk0 -period $clk_period [get_ports {clk}]

set non_clock_inputs [all_inputs -no_clocks]
set_input_delay [expr $clk_period * $clk_io_pct] -clock clk0 $non_clock_inputs
set_output_delay [expr $clk_period * $clk_io_pct] -clock clk0 [all_outputs]
$ cat /design/flow/design.v
`timescale 1ns/1ns
module REGISTER(q, d, clk);
  parameter N = 1;
  output reg [N-1:0] q;
  input [N-1:0]      d;
  input 	     clk;
  initial q = {N{1'b0}};
  always @(posedge clk)
    q <= d;
endmodule  
module REGISTER_CE(q, d, ce, clk);
  parameter N = 1;
  output reg [N-1:0] q;
  input [N-1:0]      d;
  input 	      ce, clk;
  initial q = {N{1'b0}};
  always @(posedge clk)
    if (ce) q <= d;
endmodule  
module REGISTER_R(q, d, rst, clk);
  parameter N = 1;
  parameter INIT = {N{1'b0}};
  output reg [N-1:0] q;
  input [N-1:0]      d;
  input 	      rst, clk;
  initial q = INIT;
  always @(posedge clk)
    if (rst) q <= INIT;
    else q <= d;
endmodule  
module REGISTER_R_CE(q, d, rst, ce, clk);
  parameter N = 1;
  parameter INIT = {N{1'b0}};
  output reg [N-1:0] q;
  input [N-1:0]      d;
  input 	      rst, ce, clk;
  initial q = INIT;
  always @(posedge clk)
    if (rst) q <= INIT;
    else if (ce) q <= d;
endmodule  
module ASYNC_ROM(q, addr);
  parameter DWIDTH = 8;              
  parameter AWIDTH = 8;              
  parameter DEPTH  = (1 << AWIDTH);  
  parameter MIF_HEX = "";
  parameter MIF_BIN = "";
  input  [AWIDTH-1:0] addr;  
  output [DWIDTH-1:0] q;     
  (* rom_style = "distributed" *) reg [DWIDTH-1:0] mem [0:DEPTH-1];
  integer i;
  initial begin
    if (MIF_HEX != "") begin
      $readmemh(MIF_HEX, mem);
    end
    else if (MIF_BIN != "") begin
      $readmemb(MIF_BIN, mem);
    end
    else begin
      for (i = 0; i < DEPTH; i = i + 1) begin
        mem[i] = 0;
      end
    end
  end
  assign q = mem[addr];
endmodule  
module ASYNC_RAM(q, d, addr, we, clk);
  parameter DWIDTH = 8;              
  parameter AWIDTH = 8;              
  parameter DEPTH  = (1 << AWIDTH);  
  parameter MIF_HEX = "";
  parameter MIF_BIN = "";
  input               clk;
  input  [AWIDTH-1:0] addr;  
  input 	            we;    
  input  [DWIDTH-1:0] d;     
  output [DWIDTH-1:0] q;     
  (* ram_style = "distributed" *) reg [DWIDTH-1:0] mem [0:DEPTH-1];
  integer i;
  initial begin
    if (MIF_HEX != "") begin
      $readmemh(MIF_HEX, mem);
    end
    else if (MIF_BIN != "") begin
      $readmemb(MIF_BIN, mem);
    end
    else begin
      for (i = 0; i < DEPTH; i = i + 1) begin
        mem[i] = 0;
      end
    end
  end
  always @(posedge clk) begin
    if (we)
      mem[addr] <= d;
  end
  assign q = mem[addr];
endmodule  
module SYNC_ROM(q, addr, en, clk);
  parameter DWIDTH = 8;              
  parameter AWIDTH = 8;              
  parameter DEPTH  = (1 << AWIDTH);  
  parameter MIF_HEX = "";
  parameter MIF_BIN = "";
  input 	            clk;
  input               en;    
  input  [AWIDTH-1:0] addr;  
  output [DWIDTH-1:0] q;     
  (* rom_style = "block" *) reg [DWIDTH-1:0] mem [0:DEPTH-1];
  integer i;
  initial begin
    if (MIF_HEX != "") begin
      $readmemh(MIF_HEX, mem);
    end
    else if (MIF_BIN != "") begin
      $readmemb(MIF_BIN, mem);
    end
    else begin
      for (i = 0; i < DEPTH; i = i + 1) begin
        mem[i] = 0;
      end
    end
  end
  reg [DWIDTH-1:0] read_data_reg;
  always @(posedge clk) begin
    if (en) begin
      read_data_reg <= mem[addr];
    end
  end
  assign q = read_data_reg;
endmodule  
module SYNC_RAM(q, d, addr, we, en, clk);
  parameter DWIDTH = 8;            
  parameter AWIDTH = 8;            
  parameter DEPTH  = 1 << AWIDTH;  
  parameter MIF_HEX = "";
  parameter MIF_BIN = "";
  input               clk;
  input  [AWIDTH-1:0] addr;  
  input 	            we;    
  input               en;    
  input  [DWIDTH-1:0] d;     
  output [DWIDTH-1:0] q;     
  (* ram_style = "block" *) reg [DWIDTH-1:0] mem [0:DEPTH-1];
  integer i;
  initial begin
    if (MIF_HEX != "") begin
      $readmemh(MIF_HEX, mem);
    end
    else if (MIF_BIN != "") begin
      $readmemb(MIF_BIN, mem);
    end
    else begin
      for (i = 0; i < DEPTH; i = i + 1) begin
        mem[i] = 0;
      end
    end
  end
  reg [DWIDTH-1:0] read_data_reg;
  always @(posedge clk) begin
    if (en) begin
      if (we)
        mem[addr] <= d;
      read_data_reg <= mem[addr];
    end
  end
  assign q = read_data_reg;
endmodule  
module SYNC_ROM_DP(q0, addr0, en0, q1, addr1, en1, clk);
  parameter DWIDTH = 8;              
  parameter AWIDTH = 8;              
  parameter DEPTH  = (1 << AWIDTH);  
  parameter MIF_HEX = "";
  parameter MIF_BIN = "";
  input 	            clk;
  input               en0, en1;      
  input  [AWIDTH-1:0] addr0, addr1;  
  output [DWIDTH-1:0] q0, q1;        
  (* rom_style = "block" *) reg [DWIDTH-1:0] mem [0:DEPTH-1];
  integer i;
  initial begin
    if (MIF_HEX != "") begin
      $readmemh(MIF_HEX, mem);
    end
    else if (MIF_BIN != "") begin
      $readmemb(MIF_BIN, mem);
    end
    else begin
      for (i = 0; i < DEPTH; i = i + 1) begin
        mem[i] = 0;
      end
    end
  end
  reg [DWIDTH-1:0] read_data0_reg;
  reg [DWIDTH-1:0] read_data1_reg;
  always @(posedge clk) begin
    if (en0) begin
      read_data0_reg <= mem[addr0];
    end
  end
  always @(posedge clk) begin
    if (en1) begin
      read_data1_reg <= mem[addr1];
    end
  end
  assign q0 = read_data0_reg;
  assign q1 = read_data1_reg;
endmodule  
module ASYNC_RAM_DP(q0, d0, addr0, we0, q1, d1, addr1, we1, clk);
  parameter DWIDTH = 8;              
  parameter AWIDTH = 8;              
  parameter DEPTH  = (1 << AWIDTH);  
  parameter MIF_HEX = "";
  parameter MIF_BIN = "";
  input               clk;
  input  [AWIDTH-1:0] addr0, addr1;  
  input 	            we0, we1;      
  input  [DWIDTH-1:0] d0, d1;        
  output [DWIDTH-1:0] q0, q1;        
  (* ram_style = "distributed" *) reg [DWIDTH-1:0] mem [0:DEPTH-1];
  integer i;
  initial begin
    if (MIF_HEX != "") begin
      $readmemh(MIF_HEX, mem);
    end
    else if (MIF_BIN != "") begin
      $readmemb(MIF_BIN, mem);
    end
    else begin
      for (i = 0; i < DEPTH; i = i + 1) begin
        mem[i] = 0;
      end
    end
  end
  always @(posedge clk) begin
    if (we0)
      mem[addr0] <= d0;
  end
  always @(posedge clk) begin
    if (we1)
      mem[addr1] <= d1;
  end
  assign q0 = mem[addr0];
  assign q1 = mem[addr1];
endmodule  
module SYNC_RAM_DP(q0, d0, addr0, we0, en0, q1, d1, addr1, we1, en1, clk);
  parameter DWIDTH = 8;              
  parameter AWIDTH = 8;              
  parameter DEPTH  = (1 << AWIDTH);  
  parameter MIF_HEX = "";
  parameter MIF_BIN = "";
  input               clk;
  input  [AWIDTH-1:0] addr0, addr1;  
  input 	            we0, we1;      
  input               en0, en1;      
  input  [DWIDTH-1:0] d0, d1;        
  output [DWIDTH-1:0] q0, q1;        
  (* ram_style = "block" *) reg [DWIDTH-1:0] mem [0:DEPTH-1];
  integer i;
  initial begin
    if (MIF_HEX != "") begin
      $readmemh(MIF_HEX, mem);
    end
    else if (MIF_BIN != "") begin
      $readmemb(MIF_BIN, mem);
    end
    else begin
      for (i = 0; i < DEPTH; i = i + 1) begin
        mem[i] = 0;
      end
    end
  end
  reg [DWIDTH-1:0] read_data0_reg, read_data1_reg;
  always @(posedge clk) begin
    if (en0) begin
      if (we0)
        mem[addr0] <= d0;
      read_data0_reg <= mem[addr0];
    end
  end
  always @(posedge clk) begin
    if (en1) begin
      if (we1)
        mem[addr1] <= d1;
      read_data1_reg <= mem[addr1];
    end
  end
  assign q0 = read_data0_reg;
  assign q1 = read_data1_reg;
endmodule  
module SYNC_RAM_WBE(q, d, addr, en, wbe, clk);
  parameter DWIDTH = 8;              
  parameter AWIDTH = 8;              
  parameter DEPTH  = (1 << AWIDTH);  
  parameter MIF_HEX = "";
  parameter MIF_BIN = "";
  input [DWIDTH-1:0]   d;     
  input [AWIDTH-1:0]   addr;  
  input [DWIDTH/8-1:0] wbe;   
  input en;
  input clk;
  output [DWIDTH-1:0] q;
  (* ram_style = "block" *) reg [DWIDTH-1:0] mem [0:DEPTH-1];
  integer i;
  initial begin
    if (MIF_HEX != "") begin
      $readmemh(MIF_HEX, mem);
    end
    else if (MIF_BIN != "") begin
      $readmemb(MIF_BIN, mem);
    end
    else begin
      for (i = 0; i < DEPTH; i = i + 1) begin
        mem[i] = 0;
      end
    end
  end
  reg [DWIDTH-1:0] read_data_reg;
  always @(posedge clk) begin
    if (en) begin
      for (i = 0; i < DWIDTH/8; i = i+1) begin
        if (wbe[i])
          mem[addr][i*8 +: 8] <= d[i*8 +: 8];
        end
      read_data_reg <= mem[addr];
    end
  end
  assign q = read_data_reg;
endmodule  
module SYNC_RAM_DP_WBE(q0, d0, addr0, en0, wbe0, q1, d1, addr1, en1, wbe1, clk);
  parameter DWIDTH = 8;              
  parameter AWIDTH = 8;              
  parameter DEPTH  = (1 << AWIDTH);  
  parameter MIF_HEX = "";
  parameter MIF_BIN = "";
  input clk;
  input [DWIDTH-1:0]   d0;     
  input [AWIDTH-1:0]   addr0;  
  input [DWIDTH/8-1:0] wbe0;   
  input                en0;
  output [DWIDTH-1:0]  q0;
  input [DWIDTH-1:0]   d1;     
  input [AWIDTH-1:0]   addr1;  
  input [DWIDTH/8-1:0] wbe1;   
  input                en1;
  output [DWIDTH-1:0]  q1;
  (* ram_style = "block" *) reg [DWIDTH-1:0] mem [0:DEPTH-1];
  integer i;
  initial begin
    if (MIF_HEX != "") begin
      $readmemh(MIF_HEX, mem);
    end
    else if (MIF_BIN != "") begin
      $readmemb(MIF_BIN, mem);
    end
    else begin
      for (i = 0; i < DEPTH; i = i + 1) begin
        mem[i] = 0;
      end
    end
  end
  reg [DWIDTH-1:0] read_data0_reg;
  reg [DWIDTH-1:0] read_data1_reg;
  always @(posedge clk) begin
    if (en0) begin
      for (i = 0; i < 4; i = i+1) begin
        if (wbe0[i])
          mem[addr0][i*8 +: 8] <= d0[i*8 +: 8];
      end
      read_data0_reg <= mem[addr0];
    end
  end
  always @(posedge clk) begin
    if (en1) begin
      for (i = 0; i < 4; i = i+1) begin
        if (wbe1[i])
          mem[addr1][i*8 +: 8] <= d1[i*8 +: 8];
        end
      read_data1_reg <= mem[addr1];
    end
  end
  assign q0 = read_data0_reg;
  assign q1 = read_data1_reg;
endmodule  
module ASYNC_RAM_1W2R(d0, addr0, we0, q1, addr1, q2, addr2, clk);
  parameter DWIDTH = 8;   
  parameter AWIDTH = 8;   
  parameter DEPTH = 256;  
  parameter MIF_HEX = "";
  parameter MIF_BIN = "";
  input clk;
  input [DWIDTH-1:0] d0;     
  input [AWIDTH-1:0] addr0;  
  input              we0;    
  input [AWIDTH-1:0] addr1;  
  output [DWIDTH-1:0] q1;
  input [AWIDTH-1:0] addr2;  
  output [DWIDTH-1:0] q2;
  (* ram_style = "distributed" *) reg [DWIDTH-1:0] mem [0:DEPTH-1];
  integer i;
  initial begin
    if (MIF_HEX != "") begin
      $readmemh(MIF_HEX, mem);
    end
    else if (MIF_BIN != "") begin
      $readmemb(MIF_BIN, mem);
    end
    else begin
      for (i = 0; i < DEPTH; i = i + 1) begin
        mem[i] = 0;
      end
    end
  end
  always @(posedge clk) begin
    if (we0)
      mem[addr0] <= d0;
  end
  assign q1 = mem[addr1];
  assign q2 = mem[addr2];
endmodule  
==> notes.md <==
impl run done, here's what came out: DRT iter0 DRCs 6496, leakage component of the power 0.0414 uW, via density per instance 6.73, data required time of the critical path 15.41 ns, area growth from synthesis to layout 11.1%, hold buffer count at CTS 0, slew at the pin closest to its max-slew limit 1.60 ns, post-detailed-route DRC marker count 0, Post-Place Cells 11200, Setup crit end kind register, post-route worst hold slack 1.18 ns, unrepaired setup endpoints after global routing no, launching element type of the critical path input port, area share, top type 0.511, layout cells sized above 1 0.537, final standard cell count with taps included and fillers excluded 11600, count of flip-flops with a built-in enable after synthesis 2064, ys flops 2064, clock network latency to the later pin of the worst-skew pair 0.92 ns, full die area 0.305 mm^2, cell count after synthesis 7571, number of fillers in the final layout 25700, number of CTS-inserted buffers 232, violated checks capacitance limit, slew limit, post-layout min period 7.97 ns, post-place setup slack 6.07 ns, CTS clock-pin slew for the worst setup and hold paths 0.07 ns, top cell type by instance count after synthesis edfxtp_1, largest buffer count on any clock path 4, Mapped Area 0.121 mm^2, met1 layer usage reported by global route 0.387, count of H-tree levels built during CTS 4, cell type of the slowest stage on the worst timing path o41ai_1, cell with the most instances on the worst path buf_4, height of the chip 553 um, core area 0.301 mm^2, gp weighted congestion 0.997, sequential share of the synthesized area 0.511, outcome finished with violations, Hold Path Class register to register, total cell area reported by yosys after synthesis 0.121 mm^2, MaxCap Viol Count 1, number of nets still failing antenna checks after routing 0, pwr dens 102 mW/mm^2, least setup slack across all paths after layout 6.83 ns, pin count of the biggest net entering global routing 88, clock tree from TritonCTS built, arrival time at the worst endpoint 8.58 ns, total routing usage reported by global routing 0.320, Sinks on Clock Net 2064, busiest metal layer after global routing met2, global-route wire length before repair 637 mm, Port-buffer cells 52, met2 track demand over resource in global routing 0.440, average cell area after synthesis 16.0 um^2, WL per Instance 39.0 um, most common library cells after synthesis 2064 x edfxtp_1, 1998 x mux2_2, 1024 x mux4_2, 719 x clkbuf_1, 512 x a22oi_1, Hold Violations, Final 0, number of logged tool warnings 27, half-perimeter wire length after placement 292 mm, via total after detailed routing 78200, maximum fanout encountered on the critical timing path 87, buffer type at the clock tree root clkbuf_16, count of warnings emitted by yosys 1, vias in the first global route 83200, remaining max-slew budget at the tightest pin -0.0789, critical path class input port to register, number of antenna violations at the first check in global routing 38, post-route clock period utilization 0.538, count of cell types in the netlist 32, Dominant Register Cell edfxtp_1, cell chain of the critical path buf_8 > buf_4 > buf_4 > buf_12 > buf_4 > mux4_2 > a22oi_1 > a21oi_1 > o41ai_1 > buf_4 > nand4_1, Congestion Overflow GR 0, drt pass-1 iters 7, GR met3 Demand/Resource 0.226, max reg flops 2048, number of cells in the yosys synthesis report 7571, Die X-Extent 553 um, Boundary Pins 53, standard-cell rows 201, Achievable Freq 0.126 GHz, setup violators final 0, Final Skew 0.0750 ns, delay of the slowest cell on the worst path 0.94 ns, core utilization before placement 0.403, aggregate negative setup slack 0 ns, count of instances resized after the clock tree is built 0, max-slew violation count 2, Core Util, Final 0.448, top cell type by total area after synthesis edfxtp_1, peak supply drop 0.111 mV, Largest cells by area edfxtp_1 51%, mux4_2 19%, mux2_2 19%, total detailed-routing wirelength 452 mm, asr flop ratio synth 0, setup fix buffers added after clock tree synthesis 0
## critical path: cells and delay by family
kind,cells,cell delay (ns)
muxes,1,0.40
and+or+nand+nor,1,0.07
buffers and inverters,6,3.36
AOI/OAI and AO/OA,3,1.48
## metal layers
metal  vias to the layer above  wire length (um)
met5                         -              1890
met4                        78             26900
met3                      1136             74500
met2                      5381            199000
met1                     40300            150000
li1                      31300                 -
## cell type report
class	count	area, um^2	area share
flip-flops and latches	2064	62000	0.460
multi-input cells	4561	55800	0.414
clock buffers	272	5980	0.0444
well taps	3958	4950	0.0367
repair buffers	569	4600	0.0342
clock inverters	150	1360	0.0101
diodes	37	92.6	0.000687
inverters	1	3.75	0.0000279
## path summary, 6_finish.rpt
check	cells after the start	slack, ns	startpoint	endpoint
hold reg to reg	6	1.18	mem[240][2]	read_data1_reg[2]
hold / removal	6	1.18	mem[240][2]	read_data1_reg[2]
setup reg to reg	5	11.41	mem[58][6]	read_data0_reg[6]
setup / recovery	11	6.83	addr0[1]	read_data0_reg[6]
## layout by cell type (no fill, tap or decap), types with 5 or more instances in the layout
master           count
a21oi_1            256
nand3_1              9
nand2_1            109
a22oi_1            512
o22ai_1            165
clkbuf_1            39
clkinv_4             6
nand2_2             28
nand4_1             17
nor2_1              44
buf_4              507
clkbuf_16          233
bufinv_16           22
o41ai_2             16
clkinv_1            64
mux2_1              50
mux2_2            1998
clkdlybuf4s50_1     32
o21ai_0             91
clkinv_2            42
buf_8               20
diode_2             37
o41ai_1             48
nor3_1               5
nand2_4              6
clkinvlp_4           7
nor2_2             122
nor2b_1              9
nor2_4              19
mux4_2            1024
buf_12               8
edfxtp_1          2064
## where the power goes
part,switching [uW],internal [uW],leakage (uW),total [uW]
Combinational,899,586,0.0192,1480
Clock,2490,3250,0.00358,5740
Sequential,24.1,6450,0.0186,6470
Total,3410,10300,0.0414,13700
## stage by stage
stage | total power (uW) | cell area [um^2]
floorplan | 7500 | 121000
global placement | 8030 | 127000
detailed placement | 8050 | 127000
CTS | 13700 | 135000
global route | 14000 | 135000
finish | 13700 | 135000
## logic make-up after synthesis
family / share of synthesized area
buf+inv: 0.0317
flops: 0.511
compound gates: 0.0591
mux: 0.380
simple gates: 0.0177
No activity file was given, so power comes from the tool's default toggle rates.
